--- ./config.mk ---
export PLATFORM = sky130hd
export DESIGN_NAME = riscv_washing_machine_controller
export DESIGN_NICKNAME = riscv_washing_machine_controller
export VERILOG_FILES = /design/flow/design.v
export SDC_FILE = /design/flow/constraint.sdc
export NUM_CORES = 4
export LEC_CHECK = 1
export CORE_UTILIZATION = 50
--- ./constraint.sdc ---
current_design riscv_washing_machine_controller

set clk_period 6.7
set clk_io_pct 0.2

create_clock -name clk0 -period $clk_period [get_ports {clk}]

set non_clock_inputs [all_inputs -no_clocks]
set_input_delay [expr $clk_period * $clk_io_pct] -clock clk0 $non_clock_inputs
set_output_delay [expr $clk_period * $clk_io_pct] -clock clk0 [all_outputs]
--- ./design.v ---
module riscv_washing_machine_controller (
    input wire clk,
    input wire rst_n,
    input wire start_button,
    input wire pause_button,
    input wire door_closed,
    input wire [2:0] program_select,   
    input wire [7:0] water_level,
    input wire [7:0] temperature,
    input wire [7:0] load_weight,
    output reg water_valve,
    output reg drain_valve,
    output reg [1:0] motor_speed,   
    output reg [1:0] motor_direction,   
    output reg heater,
    output reg detergent_dispenser,
    output reg softener_dispenser,
    output reg [3:0] current_state,
    output reg [7:0] remaining_time,
    output reg cycle_complete,
    output reg error
);
    localparam IDLE          = 4'b0000;
    localparam FILLING       = 4'b0001;
    localparam HEATING       = 4'b0010;
    localparam WASHING       = 4'b0011;
    localparam RINSING       = 4'b0100;
    localparam SPINNING      = 4'b0101;
    localparam DRAINING      = 4'b0110;
    localparam COMPLETE      = 4'b0111;
    localparam ERROR_STATE   = 4'b1000;
    localparam PAUSED        = 4'b1001;
    reg [7:0] target_water_level;
    reg [7:0] target_temperature;
    reg [7:0] wash_time;
    reg [7:0] rinse_time;
    reg [7:0] spin_time;
    reg [1:0] wash_speed;
    reg [1:0] spin_speed;
    reg [7:0] timer;
    reg [2:0] rinse_count;
    reg [2:0] current_rinse;
    reg previous_pause;
    localparam INSTR_NOP     = 32'h00000013;   
    localparam INSTR_LOAD    = 32'h00000003;   
    localparam INSTR_STORE   = 32'h00000023;   
    localparam INSTR_ADD     = 32'h00000033;   
    localparam INSTR_SUB     = 32'h40000033;   
    localparam INSTR_BRANCH  = 32'h00000063;   
    localparam INSTR_JUMP    = 32'h0000006F;   
    reg [31:0] pc;
    reg [31:0] instruction;
    reg [31:0] registers [0:7];
    reg [31:0] program_mem [0:63];
    initial begin
        program_mem[0]  = INSTR_LOAD;     
        program_mem[1]  = INSTR_BRANCH;   
        program_mem[2]  = INSTR_LOAD;     
        program_mem[3]  = INSTR_STORE;    
        program_mem[4]  = INSTR_LOAD;     
        program_mem[5]  = INSTR_STORE;    
        program_mem[6]  = INSTR_BRANCH;   
        program_mem[7]  = INSTR_BRANCH;   
        program_mem[8]  = INSTR_LOAD;     
        program_mem[9]  = INSTR_STORE;    
        program_mem[10] = INSTR_LOAD;     
        program_mem[11] = INSTR_STORE;    
        program_mem[12] = INSTR_SUB;      
        program_mem[13] = INSTR_BRANCH;   
        program_mem[14] = INSTR_JUMP;     
    end
    always @(posedge clk or negedge rst_n) begin
        if (!rst_n) begin
            pc <= 32'h0;
            instruction <= INSTR_NOP;
            registers[0] <= 32'h0;
            registers[1] <= 32'h0;
            registers[2] <= 32'h0;
            registers[3] <= 32'h0;
            registers[4] <= 32'h0;
            registers[5] <= 32'h0;
            registers[6] <= 32'h0;
            registers[7] <= 32'h0;
        end
        else begin
            instruction <= program_mem[pc];
            case (instruction[6:0])   
                7'b0000011: begin   
                    registers[instruction[11:7]] <= registers[instruction[19:15]] + instruction[31:20];
                    pc <= pc + 1;
                end
                7'b0100011: begin   
                    pc <= pc + 1;
                end
                7'b0110011: begin   
                    if (instruction[30])  
                        registers[instruction[11:7]] <= registers[instruction[19:15]] - registers[instruction[24:20]];
                    else  
                        registers[instruction[11:7]] <= registers[instruction[19:15]] + registers[instruction[24:20]];
                    pc <= pc + 1;
                end
                7'b1100011: begin   
                    if (registers[instruction[19:15]] == registers[instruction[24:20]])
                        pc <= pc + {{20{instruction[31]}}, instruction[7], instruction[30:25], instruction[11:8], 1'b0};
                    else
                        pc <= pc + 1;
                end
                7'b1101111: begin   
                    registers[instruction[11:7]] <= pc + 1;
                    pc <= pc + {{12{instruction[31]}}, instruction[19:12], instruction[20], instruction[30:21], 1'b0};
                end
                default: begin
                    pc <= pc + 1;   
                end
            endcase
        end
    end
    always @(posedge clk or negedge rst_n) begin
        if (!rst_n) begin
            current_state <= IDLE;
            water_valve <= 0;
            drain_valve <= 0;
            motor_speed <= 2'b00;
            motor_direction <= 2'b00;
            heater <= 0;
            detergent_dispenser <= 0;
            softener_dispenser <= 0;
            remaining_time <= 0;
            cycle_complete <= 0;
            error <= 0;
            timer <= 0;
            rinse_count <= 0;
            current_rinse <= 0;
            previous_pause <= 0;
            target_water_level <= 8'd50;   
            target_temperature <= 8'd30;   
            wash_time <= 8'd20;            
            rinse_time <= 8'd10;           
            spin_time <= 8'd5;             
            wash_speed <= 2'b01;           
            spin_speed <= 2'b11;           
        end
        else begin
            if (pause_button && !previous_pause && current_state != IDLE && current_state != COMPLETE && current_state != ERROR_STATE) begin
                if (current_state != PAUSED)
                    current_state <= PAUSED;
                else
                    current_state <= registers[0][3:0];  
            end
            previous_pause <= pause_button;
            case (current_state)
                IDLE: begin
                    water_valve <= 0;
                    drain_valve <= 0;
                    motor_speed <= 2'b00;
                    motor_direction <= 2'b00;
                    heater <= 0;
                    detergent_dispenser <= 0;
                    softener_dispenser <= 0;
                    cycle_complete <= 0;
                    case (program_select)
                        3'b000: begin  
                            target_water_level <= 8'd40;
                            target_temperature <= 8'd30;
                            wash_time <= 8'd10;
                            rinse_time <= 8'd5;
                            spin_time <= 8'd3;
                            rinse_count <= 3'd1;
                            wash_speed <= 2'b10;
                            spin_speed <= 2'b11;
                        end
                        3'b001: begin  
                            target_water_level <= 8'd50;
                            target_temperature <= 8'd40;
                            wash_time <= 8'd20;
                            rinse_time <= 8'd10;
                            spin_time <= 8'd5;
                            rinse_count <= 3'd2;
                            wash_speed <= 2'b10;
                            spin_speed <= 2'b11;
                        end
                        3'b010: begin  
                            target_water_level <= 8'd60;
                            target_temperature <= 8'd60;
                            wash_time <= 8'd30;
                            rinse_time <= 8'd15;
                            spin_time <= 8'd8;
                            rinse_count <= 3'd3;
                            wash_speed <= 2'b11;
                            spin_speed <= 2'b11;
                        end
                        3'b011: begin  
                            target_water_level <= 8'd55;
                            target_temperature <= 8'd20;
                            wash_time <= 8'd15;
                            rinse_time <= 8'd8;
                            spin_time <= 8'd2;
                            rinse_count <= 3'd2;
                            wash_speed <= 2'b01;
                            spin_speed <= 2'b01;
                        end
                        3'b100: begin  
                        end
                        default: begin  
                            target_water_level <= 8'd50;
                            target_temperature <= 8'd40;
                            wash_time <= 8'd20;
                            rinse_time <= 8'd10;
                            spin_time <= 8'd5;
                            rinse_count <= 3'd2;
                            wash_speed <= 2'b10;
                            spin_speed <= 2'b11;
                        end
                    endcase
                    remaining_time <= wash_time + (rinse_time * rinse_count) + spin_time;
                    if (start_button && door_closed) begin
                        current_state <= FILLING;
                        current_rinse <= 0;
                    end
                    else if (start_button && !door_closed) begin
                        current_state <= ERROR_STATE;
                        error <= 1;
                    end
                end
                FILLING: begin
                    water_valve <= 1;
                    drain_valve <= 0;
                    motor_speed <= 2'b00;
                    motor_direction <= 2'b00;
                    if (!door_closed) begin
                        current_state <= ERROR_STATE;
                        error <= 1;
                    end
                    else if (water_level >= target_water_level) begin
                        water_valve <= 0;
                        if (current_rinse == 0) begin
                            detergent_dispenser <= 1;
                            current_state <= HEATING;
                        end
                        else begin
                            if (current_rinse == rinse_count) begin
                                softener_dispenser <= 1;
                            end
                            current_state <= RINSING;
                        end
                    end
                end
                HEATING: begin
                    detergent_dispenser <= 0;
                    heater <= 1;
                    if (!door_closed) begin
                        current_state <= ERROR_STATE;
                        error <= 1;
                    end
                    else if (temperature >= target_temperature) begin
                        heater <= 0;
                        current_state <= WASHING;
                        timer <= wash_time;
                    end
                end
                WASHING: begin
                    motor_speed <= wash_speed;
                    motor_direction <= 2'b11;  
                    if (!door_closed) begin
                        current_state <= ERROR_STATE;
                        error <= 1;
                    end
                    else begin
                        if (timer > 0) begin
                            timer <= timer - 1;
                            remaining_time <= remaining_time - 1;
                        end
                        else begin
                            motor_speed <= 2'b00;
                            current_state <= DRAINING;
                        end
                    end
                end
                RINSING: begin
                    softener_dispenser <= 0;
                    motor_speed <= wash_speed;
                    motor_direction <= 2'b11;  
                    if (!door_closed) begin
                        current_state <= ERROR_STATE;
                        error <= 1;
                    end
                    else begin
                        if (timer > 0) begin
                            timer <= timer - 1;
                            remaining_time <= remaining_time - 1;
                        end
                        else begin
                            motor_speed <= 2'b00;
                            current_state <= DRAINING;
                        end
                    end
                end
                DRAINING: begin
                    drain_valve <= 1;
                    if (!door_closed) begin
                        current_state <= ERROR_STATE;
                        error <= 1;
                    end
                    else if (water_level <= 8'd5) begin
                        drain_valve <= 0;
                        if (current_rinse < rinse_count) begin
                            current_rinse <= current_rinse + 1;
                            current_state <= FILLING;
                            timer <= rinse_time;
                        end
                        else begin
                            current_state <= SPINNING;
                            timer <= spin_time;
                        end
                    end
                end
                SPINNING: begin
                    motor_speed <= spin_speed;
                    motor_direction <= 2'b01;  
                    if (!door_closed) begin
                        current_state <= ERROR_STATE;
                        error <= 1;
                    end
                    else begin
                        if (timer > 0) begin
                            timer <= timer - 1;
                            remaining_time <= remaining_time - 1;
                        end
                        else begin
                            motor_speed <= 2'b00;
                            current_state <= COMPLETE;
                            cycle_complete <= 1;
                        end
                    end
                end
                COMPLETE: begin
                    if (start_button) begin
                        current_state <= IDLE;
                        cycle_complete <= 0;
                    end
                end
                ERROR_STATE: begin
                    water_valve <= 0;
                    drain_valve <= 1;  
                    motor_speed <= 2'b00;
                    motor_direction <= 2'b00;
                    heater <= 0;
                    detergent_dispenser <= 0;
                    softener_dispenser <= 0;
                    if (start_button && door_closed) begin
                        current_state <= IDLE;
                        error <= 0;
                        drain_valve <= 0;
                    end
                end
                PAUSED: begin
                    registers[0][3:0] <= current_state;
                    water_valve <= 0;
                    drain_valve <= 0;
                    motor_speed <= 2'b00;
                    motor_direction <= 2'b00;
                    heater <= 0;
                    detergent_dispenser <= 0;
                    softener_dispenser <= 0;
                end
                default: begin
                    current_state <= IDLE;
                end
            endcase
        end
    end
endmodule 
--- ./run.sh ---
#!/bin/bash
# OpenROAD 26Q1-2900-gdf79404cd8, Yosys 0.63+post, stock flow scripts
make -C /OpenROAD-flow-scripts/flow DESIGN_CONFIG=/design/flow/config.mk WORK_HOME=/design/flow/orfs finish
==> job_summary.md <==
### Metrics collected by this job

| Metric | Value |
|---|---|
| Run status | aborted with a tool error |
| Fail Step | 1_2_yosys |
| Run Error | ERROR: Found 4 problems in 'check -assert'. |
| Synth warn | 2 |
| Synth unique cells | 60 |
| Sequential share of the synthesized area | 38.59% |
| Synth flops | 71 |
| Number of enable flip-flop cells | 4 |
| Ys cells | 524 |
| Post-synth ARST share | 94.37% |
| Synth Flop Type | dfrtp_1 |
| YS chip area | 0.004692 mm2 |
-- cells in the mapped netlist, types with 3 or more instances --
master	count	area [um2]
a21boi_0	4	30.03
buf_2	4	20.02
a31oi_1	8	50.05
o2bb2ai_1	8	70.07
o221ai_1	3	26.28
o211ai_1	7	52.55
nand3_1	21	105.1
a22o_1	7	61.31
and2_1	8	50.05
or3_1	3	18.77
nand2_1	46	172.7
nor2b_1	5	31.28
dfrtp_1	56	1401
and3_1	4	25.02
clkbuf_1	12	45.04
nor2_1	48	180.2
nand2b_1	13	81.33
inv_1	45	168.9
a22oi_1	3	22.52
o21a_1	4	30.03
a21oi_1	31	155.2
o21ai_0	35	175.2
xor2_1	3	26.28
nor4_1	4	25.02
xnor2_1	10	87.58
nor3b_1	3	22.52
a211oi_1	4	30.03
buf_1	4	15.01
dfstp_2	11	289.0
a21o_1	3	22.52
nor3_1	11	55.05
edfxtp_1	4	120.1
o22a_1	3	26.28
mux2i_1	7	70.07
ha_1	36	450.4
o31ai_1	3	22.52
fa_1	7	140.1
o22ai_1	9	56.30
-- cells by family after synthesis --
family | Yosys count | synth area share (%)
AOI/OAI and AO/OA | 147 | 20.75
xor gates and xnor gates | 13 | 2.427
adders and majority gates | 43 | 12.59
buffers and inverters | 65 | 5.306
DFF | 71 | 38.59
muxes | 9 | 1.973
and+or+nand+nor | 176 | 18.37
